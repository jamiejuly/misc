==> ./design.v <==
module rt_32b_cnt_simp(
  input rt_i_clk,
  input rt_i_rst,
  input rt_i_ce,
  output [31:0] rt_o_cnt
);
reg [31:0] rt_r_cnt = 32'd0;
assign rt_o_cnt = rt_r_cnt;
always@(posedge rt_i_clk) begin
  if(rt_i_rst)
    rt_r_cnt <= 32'd0;
  else if(rt_i_ce)
    rt_r_cnt <= rt_r_cnt + 1'b1;
end
endmodule
==> ./run.sh <==
#!/bin/bash
# OpenROAD 26Q1-2900-gdf79404cd8, Yosys 0.63+post, stock flow scripts
make -C /OpenROAD-flow-scripts/flow DESIGN_CONFIG=/design/flow/config.mk WORK_HOME=/design/flow/orfs finish
==> ./config.mk <==
export PLATFORM = sky130hd
export DESIGN_NAME = rt_32b_cnt_simp
export DESIGN_NICKNAME = rt_32b_cnt_simp
export VERILOG_FILES = /design/flow/design.v
export SDC_FILE = /design/flow/constraint.sdc
export NUM_CORES = 4
export LEC_CHECK = 1
export CORE_AREA = 10 10 93 93
export DIE_AREA = 0 0 103 103
==> ./constraint.sdc <==
current_design rt_32b_cnt_simp

set clk_period 7.2
set clk_io_pct 0.2

create_clock -name clk0 -period $clk_period [get_ports {rt_i_clk}]

set non_clock_inputs [all_inputs -no_clocks]
set_input_delay [expr $clk_period * $clk_io_pct] -clock clk0 $non_clock_inputs
set_output_delay [expr $clk_period * $clk_io_pct] -clock clk0 [all_outputs]
==> results_slide.txt <==
Implementation Results

Worst setup path
  – R2r startpoint: rt_r_cnt[8]$_SDFFE_PP0P_
  – Kind of critical path: in2reg
  – Crit-path max cell delay: slightly above 0.6 ns
  – Reg2reg end: rt_r_cnt[31]$_SDFFE_PP0P_
  – CP Capture Point: rt_r_cnt[28]$_SDFFE_PP0P_
  – CP required: 7.37 ns
  – Setup crit start: rt_i_ce
  – Worst Setup End Kind: register
  – Crit path max fanout: 9
  – Worst Setup Start Kind: input port
  – R2R cell count: 4
  – Crit-path slowest cell: clkdlybuf4s50_1
  – Arrival @ worst endpoint: 3.46 ns
  – Worst R2R Setup Slack: 5.22 ns
  – CP Cell Sequence: clkdlybuf4s50_1 -> and4_1 -> nand4_1 -> nor3_1 -> mux2_2

STA
  – Max-slew violation count: 0
  – Minimum clock period: between 3 and 4 ns
  – Fin crit share: 45.7%
  – Skew final: 0.00523 ns
  – Worst Setup Slack, final: 3.91 ns
  – # setup viols final: 0
  – Total Neg Setup Slack: 0 ns
  – Rel. slew slack: 70.2%
  – Least-Margin Pin Slew: 0.447 ns
  – Peak Freq: 304 MHz
  – Final Hold Viols: 0
  – RSZ-0062 raised after global routing: no

Floorplanning
  – Num rows: 30
  – Die width: 103 um
  – Initial Util: between 20 and 25%
  – Core Box Area: 0.00676 mm^2
  – Top Ports: 35
  – Die area: 0.0106 mm^2
  – Chip height: ~100 um

Yosys
  – Chip Area, Yosys: 0.00156 mm^2
  – Synthesized netlist cell count: 181
  – Syn avg cell area: 8.64 um^2
  – Yosys Instances: 181
  – Post-synth regs: 32
  – Cell Type Count: 32
  – Seq share, synth: 41.0%
  – Yosys warnings: 1
  – Async SR Flop Fraction: 0%
  – Post-Synthesis Cell Area: 0.00156 mm^2
  – Post-synth EDFFs: 0
  – Commonest flop: dfxtp_1

Detailed routing
  – Ant diodes: 0
  – Vias per cell: 4.53
  – WL per Instance: 12.9 um
  – 1st-iter DRT viols: 69
  – Routed Antenna Nets: 0
  – Post-Route WL: ~3.8 mm
  – Total number of vias: 1326
  – Pre-Repair DR Iteration Count: 4
  – DRC viols: 0

Clock tree
  – Post-CTS Setup Repair Bufs: 0
  – CTS H-tree depth: 2
  – Worst-path clk slew: 0.06 ns
  – TritonCTS Buffers: 5
  – CTS tree: yes
  – CTS max path bufs: 2
  – Clock Sinks: 32
  – Root Buffer: clkbuf_8
  – Post-CTS Resized: 0
  – Hold-fix buffers, CTS: 0
  – Clock latency (worst-skew pair): 0.28 ns

GRT
  – Initial antenna violation count: 0
  – Largest net degree at the start of global routing: 44
  – Overflow after GRT: 0
  – Vias in the first global route: 1266
  – First-pass GRT wire length: 6.31 mm
  – Total track usage: 7.30%

Final layout
  – Max reg flops: 32
  – Finished Layout Cells: 293
  – Area delta synth->final: 31.8%
  – Largest Register: rt_r_cnt
  – Register area: 641 um^2
  – Final Core Density: 30.5%
  – Logic cell area: 861 um^2
  – Largest regs: rt_r_cnt x32
  – Layout cells sized above 1: 10.3%
  – Fillers: between 700 and 800

Run status
  – Status: complete, no violations

Pwr
  – Leakage power total: 0.701 nW
  – PwrDens: 165 mW/mm^2
  – Maximum VDD drop: 0.0928 mV

Flow run
  – MaxCap Viol Count: 0
  – OpenROAD warnings: 25

Place
  – Placed Instances: 286
  – Global placer's final weighted congestion: 0.747
  – HPWL after DPL: 2.67 mm
  – Place WS: 3.62 ns
  – Number of I/O port buffers: 34

Worst hold path
  – Hold Crit Class: reg2reg
## kinds of logic (layout without fill, tap and decap cells)
logic type | count (synthesis) | after routing | synth area share, %
compound gates | 14 | 14 | 4.96
fa+ha+maj | 1 | 1 | 0.800
buf+inv | 14 | 46 | 4.00
mux | 12 | 12 | 8.56
flops | 32 | 32 | 41.0
simple gates | 95 | 95 | 33.4
xor+xnor | 13 | 13 | 7.28
## layer usage
| metal | vias up | wire [um] | global-route usage [%] |
|---|---|---|---|
| li1 | 701 | - | - |
| met1 | 592 | 1810 | 10.1 |
| met2 | 26 | 1550 | 10.5 |
| met3 | 7 | 376 | 3.39 |
| met4 | 0 | 44 | 0.749 |
| met5 | - | 0 | 0 |
## report_power, final
part,total [mW],internal [mW],switching [mW]
clock network,0.149,0.0850,0.0636
logic,0.0122,0.00553,0.00662
registers,0.180,0.178,0.00136
total,0.340,0.269,0.0716
## cells in the mapped netlist, types with 4 or more instances
| master | instances | share of area, % |
|---|---|---|
| dfxtp_1 | 32 | 41 |
| nor2b_1 | 10 | 4.0 |
| nor2_1 | 26 | 6.2 |
| inv_1 | 4 | 0.96 |
| nand4_1 | 10 | 4.0 |
| or3_1 | 4 | 1.6 |
| nand2_1 | 9 | 2.2 |
| xor2_1 | 9 | 5.0 |
| a21oi_1 | 7 | 2.2 |
| clkbuf_1 | 7 | 1.7 |
| o21ai_0 | 4 | 1.3 |
| nor3_1 | 10 | 3.2 |
| mux2_2 | 9 | 6.5 |
| xnor2_1 | 4 | 2.2 |
| nand3_1 | 9 | 2.9 |
## cell type report
cell class / count / area share [%]
clock buffer: 7 / 4.68
inverter: 4 / 0.729
multi-input combinational: 135 / 41.8
sequential: 32 / 31.1
tap: 80 / 4.86
timing repair buffer: 35 / 16.9
## worst min path at each step
stage	slack (ns)	depth (start not counted)	end	from
4_1_cts	0.53	2	rt_r_cnt[20]$_SDFFE_PP0P_	rt_r_cnt[20]$_SDFFE_PP0P_
5_1_grt	0.56	2	rt_r_cnt[16]$_SDFFE_PP0P_	rt_r_cnt[16]$_SDFFE_PP0P_
6_report	0.52	2	rt_r_cnt[20]$_SDFFE_PP0P_	rt_r_cnt[20]$_SDFFE_PP0P_
## critical path, delay by kind of cell
kind          cells  cell delay (ns)
mux               1             0.35
buf+inv           1             0.61
simple gates      3             1.05
## layout by cell type, fill, tap and decap left out, drive strengths merged, types with 3 or more instances in the layout
cell type | Yosys | routed
xor2 | 9 | 9
inv | 4 | 4
clkbuf | 7 | 7
clkdlybuf4s50 | 0 | 34
nor2 | 26 | 26
or4 | 4 | 4
xnor2 | 4 | 4
and4 | 3 | 3
nor2b | 10 | 10
nand2 | 9 | 9
mux2 | 11 | 11
nor3 | 10 | 10
and3 | 3 | 3
or3 | 4 | 4
nand3 | 9 | 9
o21ai | 4 | 4
nor4 | 3 | 3
dfxtp | 32 | 32
o31ai | 3 | 3
nand4 | 11 | 11
a21oi | 7 | 7
## through the flow
stage                     power (mW)  hold WS (ns)  area (um^2)
after floorplan                0.190         0.452         1560
after global placement         0.196         0.510         1960
after detailed placement       0.196         0.517         1960
after CTS                      0.345         0.528         2060
after global routing           0.354         0.560         2060
final                          0.340         0.519         2060
Power figures rest on the tool's default switching activity, not on a simulated workload.
