[flow/constraint.sdc]
current_design rt_32b_cnt

set clk_period 5.4
set clk_io_pct 0.2

create_clock -name clk0 -period $clk_period [get_ports {rt_i_clk}]

set non_clock_inputs [all_inputs -no_clocks]
set_input_delay [expr $clk_period * $clk_io_pct] -clock clk0 $non_clock_inputs
set_output_delay [expr $clk_period * $clk_io_pct] -clock clk0 [all_outputs]
[flow/design.v]
module rt_32b_cnt(
  input         rt_i_clk,
  input         rt_i_rst,
  input         rt_i_ce,
  output [31:0] rt_o_cnt
);
reg [7:0] rt_r_cnt0 = 8'd0;
reg [7:0] rt_r_cnt1 = 8'd0;
reg [7:0] rt_r_cnt2 = 8'd0;
reg [7:0] rt_r_cnt3 = 8'd0;
wire rt_w_cnt0_full;
wire rt_w_cnt1_full;
wire rt_w_cnt2_full;
assign rt_w_cnt0_full = &rt_r_cnt0;
assign rt_w_cnt1_full = &rt_r_cnt1;
assign rt_w_cnt2_full = &rt_r_cnt2;
assign rt_o_cnt = {rt_r_cnt3, rt_r_cnt2, rt_r_cnt1,rt_r_cnt0};
always@(posedge rt_i_clk) begin
  if(rt_i_rst)
    rt_r_cnt0 <= 8'd0; 
  else if(rt_i_ce) 
    rt_r_cnt0 <= rt_r_cnt0 + 1'b1;
end
always@(posedge rt_i_clk) begin
  if(rt_i_rst)
    rt_r_cnt1 <= 8'd0;
  else if(rt_i_ce&rt_w_cnt0_full)
    rt_r_cnt1 <= rt_r_cnt1 + 1'b1;
end
always@(posedge rt_i_clk) begin
  if(rt_i_rst)
    rt_r_cnt2 <= 8'd0;
  else if(rt_i_ce&rt_w_cnt0_full&rt_w_cnt1_full)
    rt_r_cnt2 <= rt_r_cnt2 + 1'b1;
end
always@(posedge rt_i_clk) begin
  if(rt_i_rst)
    rt_r_cnt3 <= 8'd0;
  else if(rt_i_ce&rt_w_cnt0_full&rt_w_cnt1_full&rt_w_cnt2_full)
    rt_r_cnt3 <= rt_r_cnt3 + 1'b1;
end
endmodule
[flow/config.mk]
export PLATFORM = sky130hd
export DESIGN_NAME = rt_32b_cnt
export DESIGN_NICKNAME = rt_32b_cnt
export VERILOG_FILES = /design/flow/design.v
export SDC_FILE = /design/flow/constraint.sdc
export NUM_CORES = 4
export LEC_CHECK = 1
export CORE_UTILIZATION = 30
[flow/run.sh]
#!/bin/bash
# OpenROAD 26Q1-2900-gdf79404cd8, Yosys 0.63+post, stock flow scripts
make -C /OpenROAD-flow-scripts/flow DESIGN_CONFIG=/design/flow/config.mk WORK_HOME=/design/flow/orfs finish
==> reports/results.txt <==
outcome - finished, final reports clean
unrepaired setup endpoints after global routing - no
Late-Pin Clk Latency - 0.28 ns
number of enable flip-flop cells - 0
Max H-tree Level - 2
setup tns final - 0 ns
total wire length - 2.90 mm
Slowest cell on crit path - nor4_4
I/O pin cnt - 35
post-DP HPWL - 2.01 mm
ys async rst share - 0%
CTS Buffer Depth - 2
hold_buf cts - 0
family with the most delay on the worst path - simple AND/OR/NAND/NOR gates
Tool Warnings - 25
antenna violations before repair - 0
CTS tree - built
Port Buffers - 34
Util after Layout - 42.4%
FP Util - 32.0%
Hold Vio Cnt, Final - 0
wire length per cell - 11.7 µm
fin area - 1900 µm²
fillcell total - 419
Critical Path Fanout Max - 14
Sw Share - 21.3%
Syn Inst Count - 159
max_cap viols - 0
GRT overflow - 0
Via density - 4.85
most common cell in the synthesized netlist - dfxtp_1
Yosys chip area - 1430 µm²
Worst-path clk slew - 0.07 ns
first-pass GRT wire length - 4.90 mm
First DRT Iteration DRCs - 72
residual antenna-violating net count after detailed routing - 0
DRC errors left - 0
register share after synthesis - 44.8%
met3 Use GR - 2.60%
cell total in the yosys stat output - 159
Yosys warning count - 1
Main synth FF type - dfxtp_1
Final Max-Slew Violation Tally - 0
met1 Track Usage GR - 18.5%
Area after DPL - 1820 µm²
TritonRoute pass-1 iters - 21
n_diodes - 0
commonest cells in the synthesized netlist - dfxtp_1 (32), nor2_1 (31), xor2_1 (20)
most used routing layer - met1
core outline area - 4470 µm²
pre-CTS setup slack - 1.93 ns
vias in the first global route - 1088
Max Freq - 313 MHz
fin cells - 247
final worst slack - 2.21 ns
crit path time final - 3.19 ns
CTS Sinks - 32
largest net degree at the start of global routing - 33
Int Pwr - 0.331 mW
power per cell area - 222 nW/µm²
WP data arrival - 3.41 ns
relative max-transition margin - 48.9%
total leakage power - 0.720 nW
Tightest Pin Transition - 0.761 ns
root buffer cell - clkbuf_8
Largest stage delay, worst path - 0.73 ns
post-synth top area share - 44.8%
hold path cells - 2
combinational group share of total power - 2.9%
DP Cell Count - 240
cell type with the largest total area - dfxtp_1
Buf/Inv on CP - 1
Worst EP required - 5.62 ns
Yosys cell types - 24
total number of vias - 1197
Avg Inst Size Synth - 8.99 µm²
total CTS buffers - 5
WP depth - 6
share of cells above drive strength 1 - 5.64%
met2 usage - 18.4%
Setup Buffers After CTS - 0
die height - 71.0 µm
post-CTS sizing - 0
top cells, area - dfxtp_1 (45%), xor2_1 (12%), nor2_1 (8.1%)
Reg power frac - 56.9%
DIE WIDTH - 71.0 µm
Area growth, synth to finish - 32.6%
critical path class - in2reg
worst hold margin - 0.481 ns
CP Launch Type - primary input
final setup fails - 0
Chip Area - 5050 µm²
overall routing resource usage - 12.1%
worst-path cell chain - clkdlybuf4s50_1, nand4_2, nor4_4, nand3_2, or4_1, a21oi_1
Register-to-Register Path Depth - 6
Max VDD drop - 0.102 mV
Net Sw Power - 0.0898 mW
row cnt - 24
Cell Area, Synth - 1430 µm²
gp weighted congestion - 0.807
Clock power frac - 40.2%
Worst Setup End Kind - flip-flop
worst min path class - reg2reg
Design Power - 0.421 mW
Tcrit/Tclk final - 59.1%
Yosys reg bits - 32
Fin Clk Skew - 0.00769 ns
[worst reg2reg max path, delay by kind of cell, from the launching register on]
kind	cells	cell delay (ns)
AOI/OAI and AO/OA	1	0.14
adders and majority gates	1	0.23
DFF	1	0.39
and+or+nand+nor	4	1.53
[worst paths after layout]
path,from,end,slack (ns)
worst min-delay path,rt_r_cnt3[7],rt_r_cnt3[7],0.48
worst max-delay path,rt_i_ce,rt_r_cnt3[7],2.21
worst max register to register,rt_r_cnt0[0],rt_r_cnt3[7],3.05
worst min register to register,rt_r_cnt3[7],rt_r_cnt3[7],0.48
[routing by layer]
metal | part of all wire (%) | up-vias | wire, µm
met5 | 0 | - | 0
met4 | 1.3 | 0 | 39
met3 | 6.5 | 5 | 189
met2 | 43 | 41 | 1240
met1 | 49 | 534 | 1430
li1 | - | 617 | -
[cell families after synthesis]
kind of cell	after synthesis	synth area share [%]
XOR/XNOR	25	15.3
multiplexers	3	2.10
flip-flops	32	44.8
AND/OR/NAND/NOR	79	29.1
buffers and inverters	8	2.19
AND-OR/OR-AND	8	2.97
adder cells (fa/ha/maj)	4	3.50
[power groups by stage]
| stage | clock network [mW] | registers (mW) | logic [mW] |
|---|---|---|---|
| 6_report | 0.169 | 0.240 | 0.0124 |
| 5_1_grt | 0.186 | 0.240 | 0.0141 |
| 4_1_cts | 0.176 | 0.240 | 0.0127 |
[sequential cells by signal, summed over array words and instances (netlist names)]
register	count
rt_r_cnt0	8
rt_r_cnt3	8
rt_r_cnt1	8
rt_r_cnt2	8
[layout by cell type (no fill, tap or decap), types with 5 or more instances in the layout]
| master | instances |
|---|---|
| clkdlybuf4s50_1 | 34 |
| nand2_1 | 10 |
| and3_1 | 6 |
| nand4_1 | 13 |
| nand3_1 | 8 |
| nor2_1 | 31 |
| xnor2_1 | 5 |
| dfxtp_1 | 32 |
| clkbuf_8 | 5 |
| xor2_1 | 20 |
[area by class of cell]
type                            instances  area, µm²  area share (%)
Tap cell                               52       65.1            3.43
Sequential cell                        32        641            33.8
Timing Repair Buffer                   35        348            18.3
Clock inverter                          1       5.00           0.264
Inverter                                2       7.51           0.396
Clock buffer                            6       72.6            3.83
Multi-Input combinational cell        119        758            40.0
Power is estimated from default activity; no workload was simulated.
