`flow/config.mk`:
```
export PLATFORM = sky130hd
export DESIGN_NAME = rt_i2c_timing
export DESIGN_NICKNAME = rt_i2c_timing
export VERILOG_FILES = /design/flow/design.v
export SDC_FILE = /design/flow/constraint.sdc
export NUM_CORES = 4
export LEC_CHECK = 1
export CORE_UTILIZATION = 40
```
`flow/constraint.sdc`:
```
current_design rt_i2c_timing

set clk_period 4.3
set clk_io_pct 0.2

create_clock -name clk0 -period $clk_period [get_ports {rt_i_clk}]

set non_clock_inputs [all_inputs -no_clocks]
set_input_delay [expr $clk_period * $clk_io_pct] -clock clk0 $non_clock_inputs
set_output_delay [expr $clk_period * $clk_io_pct] -clock clk0 [all_outputs]
```
`flow/design.v`:
```
module rt_i2c_timing(
  input rt_i_clk,
  input rt_i_rst,
  input rt_i_en,
  input [15:0] rt_i_len,
  input [5:0] rt_i_clk_div,
  input rt_i_nak,
  output reg rt_o_scl = 1'b1,
  output reg rt_o_sda_valid = 1'b0,
  output reg rt_o_sda_latch = 1'b0,
  output reg rt_o_ack_valid = 1'b0,
  output reg rt_o_ack_latch = 1'b0,
  output reg rt_o_sda = 1'b1,
  output reg rt_o_ack_oe = 1'b1,
  output reg [3:0] rt_o_blank_sync = 4'b0,
  output reg rt_o_ready = 1'b0
);
localparam CONST_DISABLE    = 1'b0;
localparam CONST_ENABLE     = 1'b1;
localparam FSM1_S0_IDLE 	= 3'd0;
localparam FSM1_S1_START   	= 3'd1;
localparam FSM1_S2_DATA   	= 3'd2;
localparam FSM1_S3_DATA8   	= 3'd3;
localparam FSM1_S4_ACK      = 3'd4;
localparam FSM1_S5_BLANKING = 3'd5;
localparam FSM1_S6_STOP		= 3'd6;
localparam FSM1_S7_READY	= 3'd7;
localparam FSM2_S0_PHASE_0 = 4'd1;
localparam FSM2_S1_PHASE_1 = 4'd2;
localparam FSM2_S2_PHASE_2 = 4'd4;
localparam FSM2_S3_PHASE_3 = 4'd8;
reg [5:0] rt_r_div_cnt = 6'd0;
reg rt_r_scl_en = 1'b0;
wire rt_w_div_cnt_eqnz;
reg [2:0] rt_r_fsm1_state = FSM1_S0_IDLE;
wire	  rt_w_bit_cnt_ce;
reg [6:0] rt_r_bit_cnt = 7'd1;
wire      rt_w_len_cnt_eqnz;
wire      rt_w_len_cnt_ce;
wire      rt_w_len_cnt_rst;
reg [15:0]rt_r_len_cnt = 16'd0;
reg		  rt_r_i2c_data_en  = CONST_DISABLE;
reg       rt_r_sda_valid_en = CONST_DISABLE;
reg       rt_r_sda_latch_en = CONST_DISABLE;
wire	  rt_w_i2c_start;
wire	  rt_w_i2c_stop;
reg       rt_r_nak = CONST_DISABLE;
wire rt_w_fsm2_step;
reg [3:0] rt_r_fsm2_state = FSM2_S0_PHASE_0;
wire [3:0]rt_w_phase_sync;
reg rt_r_scl_s = 1'b1;
reg rt_r_sda_s = 1'b1;
reg rt_r_scl_d = 1'b0;
reg rt_r_scl_p = 1'b0;
reg rt_r_sda_p = 1'b1;
always@(posedge rt_i_clk) begin
	if(rt_r_nak)
		rt_r_nak <= ~((rt_r_fsm1_state == FSM1_S5_BLANKING)&rt_w_phase_sync[3]);
	else
		rt_r_nak <= rt_i_nak;
end
assign rt_w_len_cnt_eqnz = |rt_r_len_cnt;
assign rt_w_len_cnt_ce   = (rt_r_fsm1_state == FSM1_S5_BLANKING)&
                           rt_w_phase_sync[3]&
                           ~rt_r_nak;
assign rt_w_len_cnt_rst  = (rt_r_fsm1_state == FSM1_S0_IDLE);
always@(posedge rt_i_clk) begin
  if(rt_i_rst | rt_w_len_cnt_rst)
    rt_r_len_cnt <= rt_i_len;
  else if(rt_w_len_cnt_ce&rt_w_len_cnt_eqnz)
    rt_r_len_cnt <= rt_r_len_cnt - 1'b1;
end
always@(*) begin
  if(rt_i_rst | ~rt_w_i2c_start)begin
    rt_r_scl_s = CONST_ENABLE;
    rt_r_sda_s = CONST_ENABLE;
  end else begin
    rt_r_scl_s = (|rt_r_fsm2_state[1:0])&~(|rt_r_fsm2_state[3:2]);
    rt_r_sda_s = rt_r_fsm2_state[0]&~(|rt_r_fsm2_state[3:1]);
  end
end
always@(*) begin
  if(rt_i_rst | ~rt_r_i2c_data_en)
    rt_r_scl_d = CONST_DISABLE;
  else begin
    rt_r_scl_d = (|rt_r_fsm2_state[2:1])&~(rt_r_fsm2_state[0]|rt_r_fsm2_state[3]);
  end
end
always@(*) begin
  if(rt_i_rst | ~rt_w_i2c_stop) begin
    rt_r_scl_p = CONST_DISABLE;
    rt_r_sda_p = CONST_DISABLE;
  end else begin
    rt_r_scl_p = (|rt_r_fsm2_state[3:2])&~(|rt_r_fsm2_state[1:0]);
    rt_r_sda_p = (|rt_r_fsm2_state[3])&~(|rt_r_fsm2_state[2:0]);
  end
end
always@(posedge rt_i_clk) begin
  rt_o_sda_valid <= (rt_r_sda_valid_en|
					(rt_r_fsm1_state == FSM1_S5_BLANKING)&
					 (rt_w_len_cnt_eqnz |
					 rt_r_nak)) &
                     rt_w_phase_sync[3];
end
always@(posedge rt_i_clk) begin
  rt_o_sda_latch <= rt_r_sda_latch_en & rt_w_phase_sync[1];
end
always@(posedge rt_i_clk) begin
  rt_o_ack_valid <= (rt_r_fsm1_state == FSM1_S3_DATA8) & 
                     rt_w_phase_sync[2];
end
always@(posedge rt_i_clk) begin
  rt_o_ack_latch <= (rt_r_fsm1_state == FSM1_S4_ACK) & 
                     rt_w_phase_sync[0];
end
always@(posedge rt_i_clk) begin
  rt_o_ack_oe <= ~((rt_r_fsm1_state == FSM1_S3_DATA8)&
                    rt_r_fsm2_state[3]|
                   (rt_r_fsm1_state == FSM1_S4_ACK)&
                  (|rt_r_fsm2_state[2:0]));
end
always@(posedge rt_i_clk) begin
  rt_o_blank_sync <= {rt_w_phase_sync[2:0]&
                     {3{(rt_r_fsm1_state == FSM1_S5_BLANKING)}},
                     (rt_r_fsm1_state == FSM1_S4_ACK)&
                     rt_w_phase_sync[3]};
end
always@(posedge rt_i_clk) begin
  if(rt_i_rst)begin
    rt_o_scl <= CONST_ENABLE;
	rt_o_sda <= CONST_ENABLE;
  end else begin
    case(rt_r_fsm1_state)
    FSM1_S0_IDLE:begin
      rt_o_scl <= rt_r_scl_s;
      rt_o_sda <= rt_r_sda_s;
    end
    FSM1_S1_START:begin
      rt_o_scl <= rt_r_scl_s;
      rt_o_sda <= rt_r_sda_s;
    end
    FSM1_S6_STOP:begin
      rt_o_scl <= rt_r_scl_p;
      rt_o_sda <= rt_r_sda_p;
    end
	FSM1_S7_READY: begin
      rt_o_scl <= CONST_ENABLE;
      rt_o_sda <= CONST_ENABLE;
	end
    default:begin
      rt_o_scl <= rt_r_scl_d;
      rt_o_sda <= CONST_DISABLE;
    end
    endcase
  end
end
assign rt_w_div_cnt_eqnz = |rt_r_div_cnt;
always@(posedge rt_i_clk) begin
  if(rt_i_rst | ~rt_w_div_cnt_eqnz)
    rt_r_div_cnt <= rt_i_clk_div;
  else if(rt_w_div_cnt_eqnz&rt_r_scl_en)
    rt_r_div_cnt <= rt_r_div_cnt - 6'd1;
end
always@(posedge rt_i_clk) begin
  if(rt_i_rst)
    rt_r_fsm1_state <= FSM1_S0_IDLE;
  else begin
    case(rt_r_fsm1_state)
    FSM1_S0_IDLE:      rt_r_fsm1_state <= rt_i_en?FSM1_S1_START:FSM1_S0_IDLE;
    FSM1_S1_START:     rt_r_fsm1_state <= rt_w_phase_sync[3]?FSM1_S2_DATA:FSM1_S1_START;
    FSM1_S2_DATA:      rt_r_fsm1_state <= rt_w_phase_sync[3]?(
                                          rt_r_bit_cnt[6]?
                                          FSM1_S3_DATA8:
                                          FSM1_S2_DATA):
                                          FSM1_S2_DATA;
    FSM1_S3_DATA8:     rt_r_fsm1_state <= rt_w_phase_sync[3]?FSM1_S4_ACK:FSM1_S3_DATA8;
    FSM1_S4_ACK:       rt_r_fsm1_state <= rt_w_phase_sync[3]?
	                                      FSM1_S5_BLANKING:
										  FSM1_S4_ACK;
    FSM1_S5_BLANKING:  rt_r_fsm1_state <= rt_w_phase_sync[3]?(
                                          rt_w_len_cnt_eqnz?
                                          FSM1_S2_DATA:(rt_r_nak?
										  FSM1_S2_DATA:
                                          FSM1_S6_STOP)):
                                          FSM1_S5_BLANKING;
    FSM1_S6_STOP:      rt_r_fsm1_state <= rt_w_phase_sync[3]?FSM1_S7_READY:FSM1_S6_STOP;
	FSM1_S7_READY:     rt_r_fsm1_state <= FSM1_S0_IDLE;
    endcase
  end
end
assign rt_w_bit_cnt_ce = (rt_r_fsm1_state == FSM1_S2_DATA);
assign rt_w_i2c_start  = (rt_r_fsm1_state == FSM1_S1_START);
assign rt_w_i2c_stop   = (rt_r_fsm1_state == FSM1_S6_STOP);
always@(*) begin
  case(rt_r_fsm1_state)
  FSM1_S0_IDLE:begin
    rt_r_scl_en       = CONST_DISABLE;
    rt_r_i2c_data_en  = CONST_DISABLE;
	rt_r_sda_latch_en = CONST_DISABLE;
	rt_r_sda_valid_en = CONST_DISABLE;
  end	
  FSM1_S1_START:begin
    rt_r_scl_en       = CONST_ENABLE;
    rt_r_i2c_data_en  = CONST_DISABLE;
	rt_r_sda_latch_en = CONST_DISABLE;
	rt_r_sda_valid_en = CONST_ENABLE;
  end
  FSM1_S2_DATA:begin
    rt_r_scl_en       = CONST_ENABLE;
    rt_r_i2c_data_en  = CONST_ENABLE;
	rt_r_sda_latch_en = CONST_ENABLE;
	rt_r_sda_valid_en = CONST_ENABLE;
  end
  FSM1_S3_DATA8:begin
    rt_r_scl_en       = CONST_ENABLE;
    rt_r_i2c_data_en  = CONST_ENABLE;
	rt_r_sda_latch_en = CONST_ENABLE;
	rt_r_sda_valid_en = CONST_DISABLE;
  end
  FSM1_S4_ACK:begin
    rt_r_scl_en       = CONST_ENABLE;
    rt_r_i2c_data_en  = CONST_ENABLE;
	rt_r_sda_latch_en = CONST_DISABLE;
	rt_r_sda_valid_en = CONST_DISABLE;
  end
  FSM1_S5_BLANKING:begin
    rt_r_scl_en       = CONST_ENABLE;
    rt_r_i2c_data_en  = CONST_DISABLE;
	rt_r_sda_latch_en = CONST_DISABLE;
	rt_r_sda_valid_en = CONST_DISABLE;
  end
  FSM1_S6_STOP:begin
    rt_r_scl_en       = CONST_ENABLE;
    rt_r_i2c_data_en  = CONST_DISABLE;
	rt_r_sda_latch_en = CONST_DISABLE;
	rt_r_sda_valid_en = CONST_DISABLE;
  end
  FSM1_S7_READY:begin
    rt_r_scl_en       = CONST_DISABLE;
    rt_r_i2c_data_en  = CONST_DISABLE;
	rt_r_sda_latch_en = CONST_DISABLE;
	rt_r_sda_valid_en = CONST_DISABLE;
  end
  endcase
end
always@(posedge rt_i_clk) begin
  if(~rt_w_bit_cnt_ce)
    rt_r_bit_cnt <= 7'd1;
  else if(rt_w_bit_cnt_ce&rt_w_phase_sync[3])
    rt_r_bit_cnt <= {rt_r_bit_cnt[6:0], 1'b0};
end
assign rt_w_fsm2_step  = ~rt_w_div_cnt_eqnz&rt_r_scl_en;
assign rt_w_phase_sync = rt_r_fsm2_state&{4{~rt_w_div_cnt_eqnz}};
always@(posedge rt_i_clk) begin
  if(rt_i_rst)
    rt_r_fsm2_state <= FSM2_S0_PHASE_0;
  else if(rt_w_fsm2_step)
    rt_r_fsm2_state <= {rt_r_fsm2_state[2:0], rt_r_fsm2_state[3]};
end
always@(posedge rt_i_clk) begin
  rt_o_ready <= (rt_r_fsm1_state == FSM1_S6_STOP)& rt_w_phase_sync[3];
end
endmodule
```
`flow/run.sh`:
```
#!/bin/bash
# OpenROAD 26Q1-2900-gdf79404cd8, Yosys 0.63+post, stock flow scripts
make -C /OpenROAD-flow-scripts/flow DESIGN_CONFIG=/design/flow/config.mk WORK_HOME=/design/flow/orfs finish
```
==> impl_metrics.csv <==
group,metric,value,unit
placed_design,placed_cell_area,2964,um2
logic_synthesis,ys_seq_share,46.83,%
cts,clock_path_buffers,2,
logic_synthesis,asyncSetResetFlopFracSynth,0,%
pwr,power.ir.vdd_worst,0.2245,mV
grt,grt_pass1_wl,8.314,mm
timing,report.final.slew_viol_count,0,
final_layout,flow.area_growth_from_synthesis,20.00,%
detailed_routing,wl,5.075,mm
critical_path,cpLargestDelayFamily,"AND-OR/OR-AND gates",
cts,inserted_clock_buffers,5,
grt,grt_busiest_layer,"met1",
die,core_region_area,6061,um2
critical_path,endpoint_kind,"register",
detailed_routing,antennaDiodeCount,0,
critical_path,path_max_fanout,27,
logic_synthesis,biggest_area_consumer_among_synthesized_cells,"edfxtp_1",
final_layout,sequential_cell_area,1201,um2
grt,grt_pass1_vias,1728,
critical_path,data_arrival_time_at_the_worst_slack_endpoint,2720,ps
logic_synthesis,avgSynthCellArea,9.643,um2
critical_path,cp_num_buf_inv,1,
cts,htree_levels,2,
logic_synthesis,yosys-top-cells-area,"edfxtp_1, dfxtp_1, ha_1, nand2_1, o21ai_0",
logic_synthesis,flop_cell,"dfxtp_1",
detailed_routing,wl_per_cell,13.50,um
final_layout,layout.area.comb,1261,um2
die,floorplanUtilization,42.32,%
pwr,power_report.internal_total,0.7408,mW
cts,clkSlewWorstSetupHoldPaths,90,ps
detailed_routing,route.antenna.remaining_nets,0,
timing,fin_worst_skew,3.503,ps
cts,cts_hold_repair.buffers,0,
timing,grt_setup_unrepaired,"no",
critical_path,crit_path_cells,"clkdlybuf4s50_1 -> a21o_1 -> a31o_2",
critical_path,r2r_end,"rt_r_len_cnt[5]",
die,fp-row-count,28,
logic_synthesis,combined_area_of_all_synthesized_cells,2565,um2
grt,antenna_found_initial,0,
logic_synthesis,synth.yosys.chip_area,2565,um2
critical_path,timing.rr.start,"rt_r_div_cnt[0]",
cts,cts_setup_buffers,0,
grt,grt_overflow,0,
run,max_cap_violations,0,
grt,grt_usage,16.70,%
critical_path,depth_of_the_worst_register_to_register_path,5,
logic_synthesis,enable_flop_cells,22,
cts,numClockSinks,49,
logic_synthesis,post-synth-top-area-fraction,25.76,%
placed_design,routabilityCongestion,0.8037,
timing,setup_tns,0,ps
critical_path,critical_path_capture_point,"rt_r_len_cnt[5]",
critical_path,setup.reg_to_reg.worst_slack,1840,ps
critical_path,critical_path_cell_count,3,
die,boundaryPins,38,
final_layout,layout.cell_area.non_filler,3078,um2
timing,setup_violations,0,
grt,grt_use_met3,2.931,%
critical_path,timing.critical_path.from_type,"input port",
logic_synthesis,ys_types,47,
timing,period_used_share,64.36,%
critical_path,critPathLaunch,"rt_i_rst",
logic_synthesis,synthesis.instances,266,
final_layout,nFillCells,560,
pwr,power.switching,0.2340,mW
grt,use_met2,24.46,%
cts,clock-root-buffer,"clkbuf_8",
pwr,power.static_leakage,1.124,nW
pwr,total_power,0.9748,mW
run,tool_warnings,36,
timing,hold_violations,0,
critical_path,cp_data_required_time,4260,ps
pwr,power.share.combinational,11.2,%
pwr,power_switching_share,24.01,%
cts,cts_resized,0,
detailed_routing,route.detailed.drc,0,
timing,max_freq,361.4,MHz
detailed_routing,via_per_inst,5.170,
cts,worst_skew_pair.late_latency,300,ps
grt,grt_start_max_net_pins,28,
grt,grtUsageMet1,27.19,%
placed_design,post-place-cells,368,
timing,slew_hr,43.89,%
critical_path,critical_path.slowest_cell,"clkdlybuf4s50_1",
die,die_area,6736,um2
hold_path,hold_path.class,"reg2reg",
final_layout,drive_gt1_share,5.316,%
logic_synthesis,numSynthFlops,49,
timing,worst_slew_pin_slew,839.8,ps
critical_path,crit_type,"in2reg",
die,die_w,82.08,um
placed_design,port_buffers,37,
cts,cts_tree,"built",
placed_design,hpwlAfterDp,3.618,mm
outcome,outcome,"finished, final reports clean",
timing,timing.hold.ws,455.6,ps
critical_path,worst_path_largest_cell_delay,740,ps
pwr,clock_network_power_share,32.6,%
final_layout,final_cell_count_no_fill,376,
pwr,power_frac_seq,56.2,%
detailed_routing,vias,1944,
logic_synthesis,synth.yosys.num_cells,266,
timing,min_period,2767,ps
pwr,power_density_over_the_cells,316.7,nW/um2
detailed_routing,dr.pass1.iters,4,
detailed_routing,drtIter0Drc,103,
die,die_height,82.08,um
logic_synthesis,yosys_warnings,1,
[flip-flops by register name, indices dropped and copies added, names as in the netlist, 3 cells and up]
name,cells
rt_r_div_cnt,6
rt_r_fsm2_state,4
rt_o_blank_sync,4
rt_r_len_cnt,16
rt_r_bit_cnt,7
rt_r_fsm1_state,3
[per-stage QoR]
stage               setup WS, ps  util, %
floorplan                   2135        -
global placement            1235    48.91
detailed placement          1196    48.91
CTS                         1517    50.78
global route                1337    50.78
finish                      1533    50.78
[layout make-up]
type                    instances  area share, %
clock buffers                   7          3.496
flip-flops and latches         49          39.02
inverters                      10          1.220
well taps                      75          3.049
multi-input cells             197          40.98
clock inverters                 1         0.2033
repair buffers                 37          12.03
[kinds of logic after synthesis]
family | after synthesis | synth area share, %
compound gates | 60 | 14.39
xor+xnor | 14 | 4.781
fa+ha+maj | 15 | 7.317
buf+inv | 20 | 4.000
flops | 49 | 46.83
mux | 5 | 2.049
simple gates | 103 | 20.63
[cells in the final DEF, fill, tap and decap left out, types with 2 or more instances in the layout]
cell / instances
a21o_1: 3
a21oi_1: 11
a31oi_1: 7
and3_1: 7
clkbuf_8: 6
clkdlybuf4s50_1: 37
dfxtp_1: 27
edfxtp_1: 22
ha_1: 15
inv_1: 9
mux2_2: 2
mux2i_1: 3
nand2_1: 41
nand2b_1: 2
nand3_1: 3
nand4_1: 3
nor2_1: 20
nor2b_1: 4
nor3_1: 5
nor4_1: 4
nor4b_1: 2
o211ai_1: 3
o21ai_0: 22
o31ai_1: 4
o41ai_1: 2
or4_1: 3
xnor2_1: 6
xor2_1: 8
[worst min path at each step]
stage	start	to	slack, ps	depth (start not counted)
final	rt_r_bit_cnt[0]	rt_r_bit_cnt[0]	460	1
after CTS	rt_r_bit_cnt[5]	rt_r_bit_cnt[6]	460	2
after global routing	rt_r_bit_cnt[0]	rt_r_bit_cnt[0]	470	1
[layer usage]
| metal | up-vias | part of all wire, % | wire (um) |
|---|---|---|---|
| met5 | - | 0 | 0 |
| met4 | 0 | 1.2 | 63 |
| met3 | 7 | 5.2 | 262 |
| met2 | 46 | 42 | 2145 |
| met1 | 869 | 51 | 2603 |
| li1 | 1022 | - | - |
[power groups by stage]
stage / Clock, mW / Combinational [mW] / Sequential (mW)
finish: 0.318 / 0.109 / 0.548
global route: 0.347 / 0.124 / 0.553
CTS: 0.330 / 0.110 / 0.548
[cell usage after synthesis, drive strengths merged (3+ instances only)]
library cell,count
nand2,41
dfxtp,27
edfxtp,22
o21ai,22
nor2,21
ha,15
a21oi,11
inv,10
clkbuf,9
xor2,8
a31oi,7
and3,7
nor3,6
xnor2,6
nor4,5
nor2b,4
o31ai,4
a21o,3
mux2i,3
nand3,3
nand4,3
o211ai,3
or4,3
Power and IR drop assume default switching activity.
